==> flow/design.v <==
module barrel_shifter
# (
  parameter w = 32
)
(
  input           clk,
  input           rst_n,
  input  [w-1:0]  up_dat,
  output [w-1:0]  dn_dat,
  input  [4:0]    ctrl
);  
genvar i;
wire  [w-1:0] reverse_in;
wire  [w-1:0] shift_8;
wire  [w-1:0] shift_4;
wire  [w-1:0] shift_2;
wire  [w-1:0] shift_1;
wire  [w-1:0] reverse_out;
generate
for(i=0; i<w; i=i+1)
begin : DATA_REVERSE_IN
    mux2_1 u_data_reverse_in (up_dat[i], up_dat[w-1-i], ctrl[4], reverse_in[i]);
end
endgenerate
generate
for(i=0; i<w-8; i=i+1)
begin : SHIFT8_BITS
    mux2_1 u_mux_shift8_bits (reverse_in[i], reverse_in[i+8], ctrl[3], shift_8[i]);
end
endgenerate
generate
for(i=w-8; i<w; i=i+1)
begin : SHIFT8_ZERO
    mux2_1 u_mux_shift8_zero (reverse_in[i], 1'b0, ctrl[3], shift_8[i]);
end
endgenerate
generate
for(i=0; i<w-4; i=i+1)
begin : SHIFT4_BITS
    mux2_1 u_mux_shift4_bits (shift_8[i], up_dat[i+4], ctrl[2], shift_4[i]);
end
endgenerate
generate
for(i=w-4; i<w; i=i+1)
begin : SHIFT4_ZERO
    mux2_1 u_mux_shift4_zero (shift_8[i], 1'b0, ctrl[2], shift_4[i]);
end
endgenerate
generate
for(i=0; i<w-2; i=i+1)
begin : SHIFT2_BITS
    mux2_1 u_mux_shift2_bits (shift_4[i], up_dat[i+2], ctrl[1], shift_2[i]);
end
endgenerate
generate
for(i=w-2; i<w; i=i+1)
begin : SHIFT2_ZERO
    mux2_1 u_mux_shift2_zero (shift_4[i], 1'b0, ctrl[1], shift_2[i]);
end
endgenerate
generate
for(i=0; i<w-1; i=i+1)
begin : SHIFT1_BITS
    mux2_1 u_mux_shift1_bits (shift_2[i], up_dat[i+1], ctrl[0], shift_1[i]);
end
endgenerate
generate
for(i=w-1; i<w; i=i+1)
begin : SHIFT1_ZERO
    mux2_1 u_mux_shift1_zero (shift_2[i], 1'b0, ctrl[0], shift_1[i]);
end
endgenerate
generate
for(i=0; i<w; i=i+1)
begin : DATA_REVERSE_OUT
    mux2_1 u_data_reverse_out (shift_1[i], shift_1[w-1-i], ctrl[4], reverse_out[i]);
end
endgenerate
assign dn_dat = reverse_out;
endmodule  
module mux2_1
(
  input           up_dat0,
  input           up_dat1,
  input           sel,
  output          dn_dat
);  
assign dn_dat=(sel)?up_dat1:up_dat0;
endmodule  
==> flow/run.sh <==
#!/bin/bash
# OpenROAD 26Q1-2900-gdf79404cd8, Yosys 0.63+post, stock flow scripts
make -C /OpenROAD-flow-scripts/flow DESIGN_CONFIG=/design/flow/config.mk WORK_HOME=/design/flow/orfs finish
==> flow/config.mk <==
export PLATFORM = sky130hd
export DESIGN_NAME = barrel_shifter
export DESIGN_NICKNAME = barrel_shifter
export VERILOG_FILES = /design/flow/design.v
export SDC_FILE = /design/flow/constraint.sdc
export NUM_CORES = 4
export LEC_CHECK = 1
export CORE_AREA = 10 10 108 108
export DIE_AREA = 0 0 118 118
==> flow/constraint.sdc <==
current_design barrel_shifter

set clk_period 2.8
set clk_io_pct 0.2

create_clock -name clk0 -period $clk_period

set non_clock_inputs [all_inputs -no_clocks]
set_input_delay [expr $clk_period * $clk_io_pct] -clock clk0 $non_clock_inputs
set_output_delay [expr $clk_period * $clk_io_pct] -clock clk0 [all_outputs]
==> run summary <==
Run status -> finished, violations left
Violated checks -> setup timing
DRC errors left -> 0
Worst Path Max Fanout -> 7
RSZ-0062 raised after global routing -> true
Die height -> 118 µm
Yosys top cell by area -> mux2i_1
Synth Cell Area -> 2023 µm²
Post-synthesis sequential area ratio -> 0%
Dominant cell area share -> 30.67%
Worst path slowest cell -> or3b_4
CP Cell Sequence -> dlygate4sd2_1 > or3b_4 > buf_12 > nor2_4 > o32ai_1 > mux2i_1 > clkdlybuf4s50_1
Final TNS setup -> -0.7228 ns
Core ar. -> 9284 µm²
Reg area -> 0 µm²
1st-pass router iterations -> 4
First-pass GRT wire length -> 14.39 mm
Worst Tran Pin Value -> 0.5013 ns
Gpl congestion -> 0.9712
Drt wl/cell -> 18.79 µm
PortBufs -> 69
Startpoint types -> primary input
WP data required -> 2.24 ns
Initial Util -> 21.79%
Max-slew violations -> 0
Chip Area -> 13,920 µm²
Hold Worst Slack -> 1.567 ns
Clock buffers -> 0
Ys cells -> 282
Cycle use final -> 106.1%
Synth top cell by count -> mux2i_1
Unique cell types -> 32
Final setup viols -> 8
Fillcell total -> 966
Maxcap violations -> 0
CP Class -> in2out
Static Leakage -> 1.401 nW
Drt total wl -> 9.059 mm
Vias -> 2,518
Post-DRT Antenna Nets -> 0
PD cells -> 172.2 nW/µm²
Fmax -> 0.3367 GHz
GR Overflow Total -> 0
Hpwl dp -> 7.009 mm
Row count -> 35
Initial antenna violation count -> 0
CP endpoint kind -> output pin
Gr usage total -> 12.37%
Vias per cell -> 5.224
Tool warnings -> 36
Largest net degree at the start of global routing -> 45
Top area cell types -> mux2i_1, buf_4, o221ai_1
Mapped Cells -> 282
1st-iter DRT viols -> 179
Yosys warning count -> 0
Hold endpoint -> dn_dat[10]
HP Class -> in2out
Top post-synthesis cells by count -> mux2i_1, buf_4, o22ai_1
Final WS setup -> -0.1696 ns
Slowest stage delay, CP -> 0.50 ns
Io pins -> 71
Hold-critical path depth -> 3
Flop count -> 0
Vias in the first global route -> 2,541
VDD IR-drop max -> 0.00005490 V
Hold Crit Start -> ctrl[4]
Layout cells sized above 1 -> 36.26%
Chip Area, Yosys -> 2023 µm²
Worst rel slew slack -> 66.43%
Hold Vio Cnt, Final -> 0
Pwr Total -> 0.5626 mW
Tmin final -> 2.970 ns
Die W -> 118 µm
Post-synthesis average cell area -> 7.174 µm²
Syn-to-layout area delta -> 61.47%
Worst EP arrival -> 2.41 ns
Total inserted antenna cells -> 0
[worst max-delay path by stage]
stage	from	slack (ns)	cells after the start	endpoint
4_1_cts	ctrl[2]	-0.23	8	dn_dat[13]
6_report	ctrl[1]	-0.17	7	dn_dat[19]
5_1_grt	ctrl[1]	-0.24	6	dn_dat[27]
[placed cells by master (no fill, tap or decap), drive strengths merged, types with 3 or more instances in the layout]
| cell | count |
|---|---|
| inv | 5 |
| nor2 | 16 |
| o221ai | 16 |
| o31ai | 3 |
| buf | 66 |
| nand2b | 6 |
| a221oi | 6 |
| nand2 | 15 |
| clkbuf | 3 |
| o211ai | 4 |
| nand3 | 3 |
| dlygate4sd2 | 27 |
| o21ai | 20 |
| mux2i | 62 |
| a22o | 8 |
| o22ai | 18 |
| o32ai | 5 |
| a221o | 3 |
| a21oi | 17 |
| a22oi | 4 |
| dlymetal6s2s | 6 |
| clkdlybuf4s50 | 30 |
[layout make-up]
type,instances,area (µm²),share of cell area [%]
multi-input cells,216,1904,58.29
well taps,129,161.4,4.941
inverters,5,18.77,0.5745
repair buffers,132,1182,36.19
[power breakdown]
group / leakage, nW / internal [mW] / switching [mW]
Sequential: 0 / 0 / 0
Combinational: 1.40 / 0.296 / 0.266
Clock: 0 / 0 / 0
Total: 1.40 / 0.296 / 0.266
[per-layer routing]
metal	part of all wire (%)	GRT usage, %	routed length [µm]
met5	0	0	0
met4	1.1	1.468	98
met1	45	17.23	4055
met2	48	20.31	4379
met3	5.8	1.653	525
[metrics by stage]
step	cell area (µm²)	worst slack, ns	std cells	utilization, %
after floorplan	2023	0.5250	282	-
after global placement	2929	-0.5185	475	31.55
after detailed placement	2929	-0.5648	475	31.55
after CTS	3069	-0.2321	478	33.06
after global routing	3267	-0.2392	482	35.19
final	3267	-0.1696	482	35.19
[critical path: cells and delay by family]
family | cells | cell delay (ns)
compound gates | 1 | 0.11
simple gates | 2 | 0.61
buf+inv | 3 | 0.98
mux | 1 | 0.15
[kinds of logic after synthesis]
family / share of synthesized area, %
buf+inv: 21.64
simple gates: 10.88
compound gates: 36.80
mux: 30.67
[repair_timing]
| action | 4_1_cts | 5_1_grt |
|---|---|---|
| pin swaps | 12 | 8 |
| hold buffers | 0 | 0 |
| setup endpoints to repair | 32 | 27 |
| buffers inserted | 2 | 4 |
| gates resized | 71 | 53 |
| cloned | 1 | 0 |
Power figures rest on the tool's default switching activity, not on a simulated workload.
